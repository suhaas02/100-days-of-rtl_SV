--- design/flow/run.sh ---
#!/bin/bash
# OpenROAD 26Q1-2900-gdf79404cd8, Yosys 0.63+post, stock flow scripts
make -C /OpenROAD-flow-scripts/flow DESIGN_CONFIG=/design/flow/config.mk WORK_HOME=/design/flow/orfs finish
--- design/flow/config.mk ---
export PLATFORM = sky130hd
export DESIGN_NAME = single_port_ram
export DESIGN_NICKNAME = single_port_ram
export VERILOG_FILES = /design/flow/design.v
export SDC_FILE = /design/flow/constraint.sdc
export NUM_CORES = 4
export LEC_CHECK = 1
export CORE_UTILIZATION = 30
--- design/flow/constraint.sdc ---
current_design single_port_ram

set clk_period 4.3
set clk_io_pct 0.2

create_clock -name clk0 -period $clk_period [get_ports {clock}]

set non_clock_inputs [all_inputs -no_clocks]
set_input_delay [expr $clk_period * $clk_io_pct] -clock clk0 $non_clock_inputs
set_output_delay [expr $clk_period * $clk_io_pct] -clock clk0 [all_outputs]
--- design/flow/design.v ---
module single_port_ram(input [7:0] din, 
                       input [2:0] addr, 
                       input clock, 
                       input rst, 
                       input mode, 
                       output reg [7:0] dout);
    reg [7:0] mem[7:0]; 
    integer i; 
    always@(posedge clock)
        begin 
            if(rst)
                begin 
                    for(i = 0; i < 8; i = i + 1)
                        begin 
                            mem[i] <= 8'd0; 
                        end
                end 
            else if(mode)
                dout <= mem[addr]; 
            else if(mode == 0)
                mem[addr] <= din;
        end 
endmodule 
==> impl_metrics.json <==
{
  "final.period_utilization": 0.649,
  "edf_count": 72,
  "htreeDepth": 3,
  "cts_tree": "done",
  "grt_usage": 0.130,
  "antenna_left": 0,
  "tns_ns": 0,
  "cts_buffers": 9,
  "leakagePower_nw": 1.33,
  "cp_cell_sequence": "clkdlybuf4s50_1, nand2_1, nor2_2, or2_2",
  "cpPeakStageDelay_ns": 1.00,
  "async_flop_share": 0,
  "root_buffer": "clkbuf_8",
  "syn_area_per_cell_sq_um": 15.6,
  "crit_buf_inv": 1,
  "holdWs_ns": 0.672,
  "pwr_density_cell_nw_per_um2": 408,
  "wl_per_cell_um": 16.7,
  "cp.required_ns": 4.32,
  "aoi_share": 0.0104,
  "crit_path_end_kind": "flop",
  "fillers": 979,
  "portBuffers": 21,
  "syn_inst": 209,
  "die_h_um": 106,
  "worst_pin_slew_ns": 0.889,
  "synth_top_flop_cell": "edfxtp_1",
  "ys_sh_mux": 0.103,
  "crit_fanout": 14,
  "tool_warnings": 25,
  "yosysWarnings": 1,
  "drtIter0Drc": 62,
  "ir_drop_uv": 178,
  "flop_area_sq_um": 2160,
  "dp_hpwl_um": 4250,
  "drt-vias-per-instance": 4.58,
  "final_cell_mix": "edfxtp_1, and2_1, nand2_1, clkdlybuf4s50_1, mux4_2",
  "critical_path_class": "input pin to flop",
  "r2r_setup_slack_ns": 2.93,
  "core_sq_um": 10400,
  "yosys.stat.seqShare": 0.665,
  "clockBufferDepth": 2,
  "finalSetupViolCount": 0,
  "grt_overflow_total": 0,
  "vias": 1730,
  "hold_path_class": "flop to flop",
  "grt_pass1_vias": 1831,
  "skew_ns": 0.00937,
  "cts.sinks": 72,
  "postCtsSetupRepairBufs": 0,
  "die_w_um": 106,
  "ys_sh_adder": 0,
  "ys_cells": 209,
  "cpLargestDelayFamily": "buffers and inverters",
  "drc_errors": 0,
  "hold_viol": 0,
  "slew_violations": 0,
  "rsz0062_at_grt": "false",
  "antenna_found_initial": 0,
  "layout-drive-gt1-share": 0.207,
  "finalCriticalPeriod_ns": 2.79,
  "io_pins": 22,
  "cp-start-kind": "input pin",
  "syn_area_sq_um": 3250,
  "first_pass_iters": 4,
  "grt_pass1_wl_um": 10100,
  "yosys_area_sq_um": 3250,
  "cap_violations": 0,
  "grt_max_degree": 21,
  "synth-xor-area-share": 0,
  "hold_buffers": 0,
  "drt_wl_total_um": 6310,
  "status": "finished, final reports clean",
  "simple_gate_share": 0.208,
  "slew_headroom": 0.406,
  "die_area_sq_um": 11300,
  "antennaDiodeCount": 0,
  "path_clk_slew_ns": 0.08,
  "numSynthFlops": 72,
  "fmax_ghz": 0.358,
  "fp_util": 0.312,
  "synthToLayoutAreaGrowth_pct": 18.2,
  "synthDistinctLibCells": 25,
  "logic_area_sq_um": 1040,
  "rows": 37,
  "worst_path_max_delay_cell": "clkdlybuf4s50_1",
  "logic_family": "simple AND/OR/NAND/NOR gates",
  "cts_resized": 0,
  "clock_latency_ns": 0.34,
  "final_common_cell": "edfxtp_1",
  "crit_arrival_ns": 2.81,
  "place.gp.congestion": 0.826
}
## synth_stat cells (2+ instances only)
master    instances  area [sq um]
edfxtp_1         72          2160
a221oi_1          2          17.5
and2_1           65           407
mux4_1            2          52.6
buf_2             2          10.0
mux4_2           12           270
nor2_2            3          18.8
nor2_4            3          33.8
nand2b_1          2          12.5
nand2_1          22          82.6
or2_2             9          56.3
buf_4             2          15.0
## stage by stage
stage          area [sq um]  cells  power [mW]  utilization  worst slack, ns
6_report               3840    378        1.57        0.369             1.51
5_1_grt                3840    378        1.63        0.369             1.34
4_1_cts                3840    378        1.58        0.369             1.49
3_5_place_dp           3610    362       0.962        0.346             1.12
3_3_place_gp           3610    362       0.962        0.346             1.09
2_1_floorplan          3250    209       0.909            -             2.15
## final timing paths
path               end  cells after the start  startpoint
max          mem[7][1]                      4     addr[1]
min            dout[2]                      2   mem[0][2]
max reg2reg    dout[6]                      3   mem[4][6]
min reg2reg    dout[2]                      2   mem[0][2]
## per-layer routing
metal  wire [um]  share of wire  vias up  GRT usage
met5           0              0        -          0
met1        2700           0.43      846      0.188
met2        3020           0.48       55      0.200
met3         531          0.084        7     0.0563
met4          63          0.010        0     0.0109
li1            -              -      822          -
## power by group
part / switching (mW) / leakage (nW) / total [mW] / internal, mW
sequential: 0.0118 / 0.690 / 0.828 / 0.817
clock: 0.242 / 0.116 / 0.625 / 0.383
combinational: 0.0606 / 0.524 / 0.116 / 0.0551
## cells by family (layout without fill, tap and decap cells)
group / Yosys count / after routing
mux: 15 / 15
flops: 72 / 72
compound gates: 4 / 4
simple gates: 111 / 111
buf+inv: 7 / 40
## worst reg2reg max path: cells and delay by family (launching register included)
kind,cells,cell delay [ns]
muxes,1,0.52
DFF,1,0.39
and+or+nand+nor,2,0.20
## layout make-up
type / instances / share of cell area
flip-flops and latches: 72 / 0.563
well taps: 136 / 0.0443
repair buffers: 23 / 0.0586
multi-input cells: 130 / 0.272
clock buffers: 10 / 0.0332
clock inverters: 6 / 0.0280
inverters: 1 / 0.000977
## flip-flops by register name, summed over array words and instances (netlist names)
signal	cells
mem	64
dout	8
Power is estimated from default activity; no workload was simulated.

--- config.mk ---
export PLATFORM = sky130hd
export DESIGN_NAME = synchronous_fifo
export DESIGN_NICKNAME = synchronous_fifo
export VERILOG_FILES = /design/flow/design.v
export SDC_FILE = /design/flow/constraint.sdc
export NUM_CORES = 4
export LEC_CHECK = 1
export CORE_UTILIZATION = 50
--- constraint.sdc ---
current_design synchronous_fifo

set clk_period 4.4
set clk_io_pct 0.2

create_clock -name clk0 -period $clk_period [get_ports {clock}]

set non_clock_inputs [all_inputs -no_clocks]
set_input_delay [expr $clk_period * $clk_io_pct] -clock clk0 $non_clock_inputs
set_output_delay [expr $clk_period * $clk_io_pct] -clock clk0 [all_outputs]
--- design.v ---
module synchronous_fifo(input clock, rst, mode, input [7:0] din, output reg [7:0] dout, output full, empty); 
    reg [7:0] mem[15:0]; 
    integer i; 
    reg [3:0] wr_ptr; 
    reg [3:0] rd_ptr; 
    assign full = (wr_ptr == 4'd15 && rd_ptr == 1'b0) ? 1'b1 : 1'd0; 
    assign empty = (wr_ptr == rd_ptr) ? 1'b1 : 1'b0; 
    always@(posedge clock)
        begin 
            if(rst) begin 
                for(i = 0; i < 16; i = i + 1)
                    mem[i] <= 8'd0; 
                wr_ptr <= 0; 
            end 
            else if(mode == 0 && !full) begin 
                mem[wr_ptr] <= din; 
                wr_ptr <= wr_ptr + 1'b1; 
            end 
            else
                wr_ptr <= wr_ptr; 
        end 
    always@(posedge clock)
        begin 
            if(rst) begin 
                dout <= 8'd0; 
                rd_ptr <= 0; 
            end 
            else if(mode && !empty) begin 
                dout <= mem[rd_ptr];
                rd_ptr <= rd_ptr + 1'b1; 
            end 
            else
                rd_ptr <= rd_ptr; 
        end 
endmodule 
--- run.sh ---
#!/bin/bash
# OpenROAD 26Q1-2900-gdf79404cd8, Yosys 0.63+post, stock flow scripts
make -C /OpenROAD-flow-scripts/flow DESIGN_CONFIG=/design/flow/config.mk WORK_HOME=/design/flow/orfs finish
==> git commit body <==
Record implementation results from latest flow run

- The run finished with clean final reports.
- Final tally of setup violations: 0
- Yosys reported a register bit count of 144.
- Fill cell count: 1,046
* Antenna violations before repair: 0
- Post-CTS repair ended up resizing 0 cells.
- Post-layout min period: 3.17 ns
- The tightest min-delay check is of the flop to flop type.
- Routability cong.: 0.880
- The floorplan step set the die height to 118 um.
- Root buf cell: clkbuf_16
- Max-area cell share: 56.8%
* Combined area of all synthesized cells: 6760 sq um
* Yosys warning total: 1
* Half-perimeter wire length after placement: 9830 um
- Yosys synthesis chip area: 6760 sq um
- For reference, the most critical setup path is categorized as flop to primary output.
- The worst-case max-slew headroom was logged as 48.1%.
* Tally of unique sky130hd cells used after synthesis: 43
- Static timing analysis puts the maximum clock frequency at 315 MHz.
- On the critical path the largest part of the delay comes from simple AND/OR/NAND/NOR gates.
- Asr flop ratio synth: 0%
- Global routing used 24.4% of the available tracks across all layers.
- The repair_antennas step left the layout with diodes totalling 0.
- For reference, the final report shows the hold violation count at 0.
- The stage logs contain a warning count of 29.
- STA classifies the critical path endpoint as a primary output.
- Critical path's largest stage delay: 0.50 ns
- Least-Margin Pin Slew: 0.776 ns
- Std-Cell Rows: 42
- Max-slew violation count: 0
- In this run the tool buffered the top-level ports with 20 buffer cells.
* Number of non-filler instances in the completed layout: 688
* Area of the chip: 14,000 sq um
- In the synthesized netlist, the number of instances is 487.
- IR analysis of the VDD net gives a maximum drop of 0.000326 V.
- Setup repair after global routing missed its margin: no
- Share of the clock period used by the worst path: 72.1%
- Among all stages on the critical path, the largest delay is contributed by dfxtp_1.
- Counting tap cells, the placed design contains a total of 656 instances.
- Number of enable-type register cells in the synthesized netlist: 128
* Routed via count: 3,750
- The library cell used most frequently in the layout, excluding fill and tap cells, is and2_1.
- On the critical path the data arrives at 2.29 ns.
- Sum of negative setup slack: 0 ns
- DR DRC count: 0
- Number of global-route vias before repair: 3,880
- First-pass iteration count of the detailed router: 4
- Clock skew after layout: 0.00759 ns
* Relative area change from synthesis to final layout: 13.0%
- The worst setup path is launched from a flop.
- In the post-route report, total wirelength is listed as 14,500 um.
- Most frequently placed logic cells in the final layout: and2_1, edfxtp_1, mux2i_1
- Post-cts hold-fix buffer tally: 0
- Dividing the detail-routed wire length by the instance count gives 21.1 um.
- Clk pin slew, worst setup/hold paths: 0.06 ns
- The first global-routing pass estimated 22,600 um of wire.
- By area the synthesized netlist is led by edfxtp_1, and2_1, mux2i_1.
- The post-route netlist has 14.6% of its cells at a drive strength greater than 1.
- Per the OpenROAD floorplan log, the width of the die is 118 um.
- No sink is reached through more buffers than the 2 on the longest clock path.
- For this design the ratio of total power to cell area is 463 nW/um^2.
- Of the synthesized area, sequential elements account for 61.6%.
- Final hold slack: 0.513 ns
- The number of cells reported by Yosys stat comes to 487.
* Largest net degree at the start of global routing: 39
* Detailed router's first-iteration violation count: 238
- The commonest register cell is edfxtp_1.
- Mean cell area of the mapped netlist: 13.9 sq um
- Detail Route Antenna Nets: 0
- The number of clock buffers added by TritonCTS is 17.
* Insertion delay to the later sink of the worst-skew pair: 0.41 ns
- Post-CTS Setup Bufs: 0
- Endpoint required time on the critical path: 3.52 ns
- CTS saw 144 sinks.
* CP Max Fanout: 6
- Across the run, the number of max-cap violations was 0.
* Floorplan Core Area: 13,200 sq um
- TritonCTS built the clock tree.
- After detailed routing, the number of vias per cell comes to 5.45.
- Buffer and inverter count on the worst path: 1
- Leftover overflow at the end of global routing: 0
* Reported leakage power: 2.72 nW
- Effective utilization at floorplan: 51.1%
- CTS built an H-tree with a depth of 4.
- Boundary Pins: 21
- Leading area contributor after synthesis: edfxtp_1
* Cell-by-cell trace of the critical path: ha_1 -> nor4bb_2 -> and3_1 -> clkdlybuf4s50_1
==> area by class of cell <==
class	instances	area, sq um	area share, %
clock inverter	13	188	2.46
inverter	4	15.0	0.196
timing repair buffer	24	230	3.01
sequential	144	4170	54.5
clock buffer	19	433	5.66
tap	176	220	2.88
multi-input combinational	308	2390	31.3
==> final timing paths <==
check             cells past startpoint      start  slack (ns)         end
hold / removal                        2    dout[3]        0.51     dout[3]
hold reg to reg                       2    dout[3]        0.51     dout[3]
setup / recovery                      4  wr_ptr[1]        1.23        full
setup reg to reg                      5  wr_ptr[0]        1.97  mem[13][4]
==> cell usage after synthesis, drive strengths merged, types with 6 or more instances <==
| master | number |
|---|---|
| edfxtp | 128 |
| nor2 | 28 |
| mux4 | 16 |
| o22ai | 16 |
| a311oi | 9 |
| nand2 | 12 |
| mux2i | 34 |
| dfxtp | 16 |
| or2 | 16 |
| and2 | 129 |
| a211oi | 8 |
| ha | 6 |
| buf | 19 |
| clkbuf | 12 |
==> flip-flops by register name (all words and copies together) (netlist names) <==
name,flops
wr_ptr,4
dout,8
rd_ptr,4
mem,128
==> logic make-up after synthesis <==
kind of cell / count (synthesis) / share of synthesized area [%]
compound gates: 39 / 4.61
xor+xnor: 7 / 1.02
fa+ha+maj: 6 / 1.11
buf+inv: 35 / 3.11
flops: 144 / 61.6
mux: 51 / 10.6
simple gates: 205 / 18.0
==> power breakdown <==
| group | switching [mW] | internal [mW] | leakage (nW) | total (mW) |
|---|---|---|---|---|
| combinational | 0.248 | 0.209 | 0.955 | 0.457 |
| clock | 0.535 | 0.951 | 0.305 | 1.49 |
| sequential | 0.0355 | 1.56 | 1.46 | 1.59 |
| total | 0.819 | 2.72 | 2.72 | 3.54 |
==> per-stage QoR <==
stage               setup WS, ns  total power [mW]  util, %  area, sq um
floorplan                   2.10              1.95        -         6760
global placement            1.37              2.08     53.0         7020
detailed placement          1.32              2.08     53.0         7020
CTS                         1.22              3.56     57.7         7640
global route                1.04              3.67     57.7         7640
finish                      1.23              3.54     57.7         7640
==> tightest hold or removal path: cells and delay by family (launching register included) <==
family	cells	cell delay [ns]
AOI/OAI and AO/OA	1	0.05
and+or+nand+nor	1	0.10
DFF	1	0.31
==> metal layers <==
| metal | track usage (%) | wire, um | vias to the layer above |
|---|---|---|---|
| met4 | 4.01 | 260 | 0 |
| met2 | 33.6 | 6500 | 154 |
| met5 | 0 | 0 | - |
| met1 | 40.5 | 6460 | 1781 |
| li1 | - | - | 1802 |
| met3 | 11.1 | 1320 | 13 |
Power and IR drop assume default switching activity.

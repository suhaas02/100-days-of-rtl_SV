<file path="./run.sh">
#!/bin/bash
# OpenROAD 26Q1-2900-gdf79404cd8, Yosys 0.63+post, stock flow scripts
make -C /OpenROAD-flow-scripts/flow DESIGN_CONFIG=/design/flow/config.mk WORK_HOME=/design/flow/orfs finish
</file>
<file path="./design.v">
module dual_port_ram(input [7:0] din, 
                     input [3:0] addr,
                     input clock,  
                     input wr_enb, rd_enb, rst, 
                     output reg [7:0] dout); 
    reg [7:0] mem[15:0]; 
    integer i; 
    always@(posedge clock)
        begin 
            if(rst)
                begin 
                    for(i = 0; i <= 15; i = i + 1)
                        begin 
                            mem[i] <= 8'd0; 
                        end 
                end 
            else if(wr_enb == 1)
                mem[addr] <= din; 
            else
                mem[addr] <= mem[addr];
        end
    always@(posedge clock)
        begin 
            if(rst)
                dout <= 4'd0; 
            else if(rd_enb == 1)
                dout <= mem[addr]; 
            else
                dout <= dout;
        end
endmodule 
</file>
<file path="./constraint.sdc">
current_design dual_port_ram

set clk_period 3.1
set clk_io_pct 0.2

create_clock -name clk0 -period $clk_period [get_ports {clock}]

set non_clock_inputs [all_inputs -no_clocks]
set_input_delay [expr $clk_period * $clk_io_pct] -clock clk0 $non_clock_inputs
set_output_delay [expr $clk_period * $clk_io_pct] -clock clk0 [all_outputs]
</file>
<file path="./config.mk">
export PLATFORM = sky130hd
export DESIGN_NAME = dual_port_ram
export DESIGN_NICKNAME = dual_port_ram
export VERILOG_FILES = /design/flow/design.v
export SDC_FILE = /design/flow/constraint.sdc
export NUM_CORES = 4
export LEC_CHECK = 1
export CORE_UTILIZATION = 30
</file>
==> summary.txt <==
Implementation results.

The arrival time of data at the critical path endpoint is 2.56 ns. The number of nets with antenna violations after detailed routing is 0. The highest supply drop recorded on VDD is 0.320 mV.

The post-CTS setup-driven buffer insertion count is 0. TritonCTS built the clock tree. The chip width is 147 µm. TritonRoute reported its final design rule violation total as 0. At the placement stage, the worst setup path has a slack of 0.282 ns. The reported max-cap violation count is 0.

Hold-check failures listed in the final report amount to 0. The clock root buffer is sky130_fd_sc_hd__clkbuf_16. For the pin with the worst max-slew slack, the measured transition is 0.926 ns. The total core area is 20400 µm².

The flow ran to the end, and the final reports show no timing, DRC or antenna violations. For this run, the script counts the antenna cells in the layout as 0. The number of buffers and inverters on the critical path is 2. The worst slew margin relative to its limit is 37.9%. The final non-filler cell area is 7570 µm². The maximum clock skew at final layout is 0.0127 ns. The critical path endpoint has a required time of 3.23 ns.

The number of global-route vias before repair is 4083. The routed via count divided by cell count is 4.84. The number of placement rows is 52. The final worst setup slack is 0.667 ns. The overall track demand over capacity in global routing is 15.2%. TritonRoute output was used to compute an average wire per cell of 18.4 µm. The clock latency at the later pin of the worst-skew pair is 0.41 ns. The register clock-pin slew on the reported worst setup and hold paths is 0.06 ns. According to the dpl log, the detail-placed design has an HPWL of 10.8 mm. The cell type with the largest total area after synthesis is sky130_fd_sc_hd__edfxtp_1. The final RePlAce weighted congestion is 0.891. Clock tree synthesis inserted a total of 17 buffers. Total power normalized to cell area comes to 615 nW/µm².

Of the cells placed in the final design, the portion with a size suffix greater than 1 is 15.9%. The post-synthesis instance area is 6260 µm². The number of hold buffers added after cts is 0.

In this run the static leakage power is 2.80 nW. The setup-violating endpoint count in the final report is 0. The sequential cell area fraction in the yosys report is 63.9%. For this run, the top clock speed supported by timing is 411 MHz. In the final layout, the multi-input gates occupy 2100 µm².

The worst slack on hold paths is 0.522 ns. The total chip power is 0.00466 W. The total via count after detailed routing is 3980.

The number of DRC markers in iteration 0 is 295. The count of warnings emitted by yosys is 1. The buffer levels on the longest clock path is 2. The global-route wire length before repair is 23.1 mm. Ranked by total cell area, the synthesized netlist is headed by sky130_fd_sc_hd__edfxtp_1 (61%), sky130_fd_sc_hd__mux2i_1 (10%), sky130_fd_sc_hd__nor2_1 (8.0%). The clock H-tree reported by CTS has 4 levels. The cell sequence reported for the critical path is clkdlybuf4s50_1 -> nor2b_1 -> buf_4 -> a22oi_1 -> a31oi_2 -> nor2_1. According to the I/O placement log, the pin count is 24. The total length of routed wires is 15.1 mm. From synthesis to final layout, the design area changed by 20.9%. Per the placement log, port buffering inserted 23 buffers. The post-cts sizing count is 0. The cell type of the slowest stage on the worst timing path is sky130_fd_sc_hd__a31oi_2. Per the timing report, the biggest fanout along the worst path comes to 8.

The total of flip-flops plus latches after synthesis is 136. The maximum number of pins on one net before global-route repair is 28. Setup repair after global routing left no endpoint under its margin. The placement stage leaves a total instance area of 6940 µm². The die outline area is 21500 µm². The sink count of the clock tree is 136. After synthesis, the design contains 490 cells according to Yosys.

The family with the most delay on the worst path is buffers and inverters. From bottom edge to top edge, the die measures 147 µm. The synthesized netlist handed to floorplanning was reported with a cell count of 490. Warnings raised by the tools during the run amount to 25.

The detailed-router iteration count before antenna repair is 4. After routing, the total negative slack on setup checks comes to 0 ns. Summed over its instances, the top area cell type makes up 61.4% of the synthesized netlist area. Before placement the cells fill 30.8% of the core. The max-slew violation count is 0. The initial antenna violation count is 0.

Per STA, the highest per-stage delay on the worst path measures 0.64 ns. The layout report lists the combined flip-flop and latch area as 4000 µm². The classification of the worst-slack hold path is flop to flop. STA classifies the critical path endpoint as a flop. The startpoint type of the worst setup path is an input port. The final period demand of the worst path is 2.43 ns. The total congestion overflow is 0. Dividing the synthesized area by the synthesized cell count gives 12.8 µm².

Post-route period utilization is reported as 78.5%. In the setup report, the worst path falls into the class input port to flop. The filler cell count in the final layout is 1861.

The stat command in Yosys gives a chip area of 6260 µm². The post-synthesis cell type count is 25.
-- state kept, by name (all words and copies together) (netlist names) --
signal / flops
dout: 8
mem: 128
-- where the power goes --
part	switching [W]	internal [W]
Clock	0.000711	0.00141
Sequential	0.0000255	0.00209
Combinational	0.000268	0.000154
-- layer usage --
metal | routed length, µm | up-vias | GRT usage [%]
li1 | - | 1906 | -
met1 | 6200 | 1916 | 20.8
met2 | 7260 | 150 | 24.0
met3 | 1460 | 8 | 5.89
met4 | 200 | 0 | 2.55
met5 | 0 | - | 0
-- path summary, 6_finish.rpt --
check	from	to	slack [ns]	cells past startpoint
worst max-delay path	addr[3]	mem[5][7]	0.67	6
worst min-delay path	dout[4]	dout[4]	0.52	2
worst max register to register	mem[14][7]	mem[5][7]	1.24	4
worst min register to register	dout[4]	dout[4]	0.52	2
-- logic make-up after synthesis --
logic type	Yosys count	share of synthesized area, %
AND/OR/NAND/NOR	201	13.6
flip-flops	136	63.9
AND-OR/OR-AND	64	9.71
buffers and inverters	25	2.54
multiplexers	64	10.2
-- metrics by stage --
stage                     std cells  utilization, %
after detailed placement        791            34.1
final                           823            37.2
after global placement          791            34.1
after CTS                       823            37.2
after floorplan                 490               -
after global routing            823            37.2
-- cell usage in the layout (no fill, tap or decap) --
| master | netlist | routed |
|---|---|---|
| sky130_fd_sc_hd__inv_1 | 1 | 1 |
| sky130_fd_sc_hd__clkinv_4 | 0 | 1 |
| sky130_fd_sc_hd__a22oi_1 | 27 | 27 |
| sky130_fd_sc_hd__nor3_1 | 2 | 2 |
| sky130_fd_sc_hd__nor3_2 | 1 | 1 |
| sky130_fd_sc_hd__nand3_1 | 4 | 4 |
| sky130_fd_sc_hd__buf_4 | 8 | 31 |
| sky130_fd_sc_hd__clkinv_2 | 0 | 3 |
| sky130_fd_sc_hd__nand2_1 | 26 | 26 |
| sky130_fd_sc_hd__nor2_1 | 134 | 134 |
| sky130_fd_sc_hd__a221oi_1 | 6 | 6 |
| sky130_fd_sc_hd__a2111oi_2 | 2 | 2 |
| sky130_fd_sc_hd__clkinv_1 | 0 | 3 |
| sky130_fd_sc_hd__a22oi_2 | 5 | 5 |
| sky130_fd_sc_hd__and2_1 | 2 | 2 |
| sky130_fd_sc_hd__o21bai_1 | 6 | 6 |
| sky130_fd_sc_hd__nor2b_1 | 13 | 13 |
| sky130_fd_sc_hd__nand2b_1 | 17 | 17 |
| sky130_fd_sc_hd__a21boi_1 | 2 | 2 |
| sky130_fd_sc_hd__nor2_2 | 2 | 2 |
| sky130_fd_sc_hd__edfxtp_1 | 128 | 128 |
| sky130_fd_sc_hd__clkbuf_16 | 0 | 17 |
| sky130_fd_sc_hd__dfxtp_1 | 8 | 8 |
| sky130_fd_sc_hd__a31oi_2 | 16 | 16 |
| sky130_fd_sc_hd__clkinvlp_4 | 0 | 3 |
| sky130_fd_sc_hd__mux2i_1 | 64 | 64 |
| sky130_fd_sc_hd__bufinv_16 | 0 | 5 |
| sky130_fd_sc_hd__buf_12 | 0 | 2 |
| sky130_fd_sc_hd__clkdlybuf4s50_1 | 0 | 22 |
-- worst reg2reg max path: cells and delay by family (launching register included) --
family	cells	cell delay (ns)
flip-flops	1	0.37
multiplexers	1	0.25
AND-OR/OR-AND	2	0.84
AND/OR/NAND/NOR	1	0.12
-- Yosys cell counts, drive strengths merged --
library cell / number
and2: 2
nand3: 4
dfxtp: 8
inv: 1
o21bai: 6
clkbuf: 7
a21boi: 2
nor2b: 13
a221oi: 6
a22oi: 32
mux2i: 64
nor2: 136
nand2b: 17
edfxtp: 128
a2111oi: 2
nor3: 3
a31oi: 16
buf: 17
nand2: 26
-- cell type report --
class	count	share of cell area [%]
clock buffer	17	5.62
clock inverter	15	2.74
inverter	1	0.0496
multi-input combinational	329	27.8
sequential	136	52.9
tap	270	4.46
timing repair buffer	55	6.51
Power figures rest on the tool's default switching activity, not on a simulated workload.
